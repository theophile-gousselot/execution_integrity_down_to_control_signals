===== ./config.mk =====
export PLATFORM = sky130hd
export DESIGN_NAME = permutation_n
export DESIGN_NICKNAME = permutation_n
export VERILOG_FILES = /design/flow/design.v
export SDC_FILE = /design/flow/constraint.sdc
export NUM_CORES = 4
export LEC_CHECK = 1
export CORE_UTILIZATION = 50
export SYNTH_HDL_FRONTEND = slang

===== ./run.sh =====
#!/bin/bash
# OpenROAD 26Q1-2900-gdf79404cd8, Yosys 0.63+post, stock flow scripts
make -C /OpenROAD-flow-scripts/flow DESIGN_CONFIG=/design/flow/config.mk WORK_HOME=/design/flow/orfs finish

===== ./design.v =====
`timescale 1ns / 1ps
package ascon_pack;
    parameter PATCH_NULL = 2'b00;
    parameter PATCH_IF = 2'b01;
    parameter PATCH_ID = 2'b10;
    parameter PATCH_EX = 2'b11;
    typedef logic [4:0][63:0] state_t;
endpackage
`timescale 1ns / 1ps
module addroundconstant
    import ascon_pack::*;
(
	input  state_t      state_i,
	input  [3:0]        round_i,
	output state_t      state_o
);
    localparam logic [11:0][7:0] CONSTANTS = {8'h4b, 8'h5a, 8'h69, 8'h78, 8'h87, 8'h96, 8'ha5, 8'hb4, 8'hc3, 8'hd2, 8'he1, 8'hf0};
    assign state_o[0] = state_i[0];
    assign state_o[1] = state_i[1];
    assign state_o[2] = {state_i[2][63:8], state_i[2][7:0] ^ CONSTANTS[round_i]};
    assign state_o[3] = state_i[3];
    assign state_o[4] = state_i[4];
endmodule
`timescale 1ns / 1ps
module linlayer
    import ascon_pack::*;
(
	input  state_t state_i,
	output state_t state_o
);
    assign state_o[0] = state_i[0] ^ {state_i[0][18:0], state_i[0][63:19]} ^ {state_i[0][27:0], state_i[0][63:28]};
    assign state_o[1] = state_i[1] ^ {state_i[1][60:0], state_i[1][63:61]} ^ {state_i[1][38:0], state_i[1][63:39]}; 
    assign state_o[2] = state_i[2] ^ {state_i[2][0], state_i[2][63:1]} ^ {state_i[2][5:0], state_i[2][63:6]}; 
    assign state_o[3] = state_i[3] ^ {state_i[3][9:0], state_i[3][63:10]} ^ {state_i[3][16:0], state_i[3][63:17]}; 
    assign state_o[4] = state_i[4] ^ {state_i[4][6:0], state_i[4][63:7]} ^ {state_i[4][40:0], state_i[4][63:41]}; 
endmodule
`timescale 1ns / 1ps
module permutation
    import ascon_pack::*;    
(
	input  state_t state_i,
	input  [3:0]   round_i,
	output state_t state_o
);
state_t state_c2s_s;
state_t state_s2l_s;
addroundconstant addroundconstant_0
(
    .state_i(state_i),
	.round_i(round_i),
    .state_o(state_c2s_s)
);
sublayer sublayer_0
(
    .state_i(state_c2s_s),
    .state_o(state_s2l_s)
);
linlayer linlayer_0
(
    .state_i(state_s2l_s),
    .state_o(state_o)
);
endmodule
`timescale 1ns / 1ps
module permutation_n
    import ascon_pack::*;    
#(                                                                              
    parameter HW_PERMUTATION_N = 6,
    parameter CLK_FACTOR = 1
) (
	input  state_t    state_i,
    input logic [2:0] round_index_i,
    output state_t    state_o
);
    state_t state_s [HW_PERMUTATION_N:0];
    genvar i;
    generate
        for (i=0; i < HW_PERMUTATION_N; i++) begin : g_permutation
            permutation permutation_0
            (
                .state_i(state_s[i]),
                .round_i(4'(i+12-HW_PERMUTATION_N*(CLK_FACTOR-32'(round_index_i)))),
                .state_o(state_s[i+1])
            );
        end : g_permutation
    endgenerate
    assign state_s[0] = state_i;
    assign state_o = state_s[HW_PERMUTATION_N];
endmodule
`timescale 1ns / 1ps
module sublayer
    import ascon_pack::*;
(
	input  state_t  state_i,
	output state_t  state_o
);
    state_t         state_s;
    state_t         op_s;
    assign state_s[0] = state_i[0] ^ state_i[4];
    assign state_s[1] = state_i[1];
    assign state_s[2] = state_i[2] ^ state_i[1];
    assign state_s[3] = state_i[3];
    assign state_s[4] = state_i[4] ^ state_i[3];
    assign op_s[0] = state_s[0] ^ ((~state_s[1]) & state_s[2]);
    assign op_s[1] = state_s[1] ^ ((~state_s[2]) & state_s[3]);
    assign op_s[2] = state_s[2] ^ ((~state_s[3]) & state_s[4]);
    assign op_s[3] = state_s[3] ^ ((~state_s[4]) & state_s[0]);
    assign op_s[4] = state_s[4] ^ ((~state_s[0]) & state_s[1]);
    assign state_o[0] = op_s[0] ^ op_s[4];
    assign state_o[1] = op_s[0] ^ op_s[1];
    assign state_o[2] = ~op_s[2];
    assign state_o[3] = op_s[2] ^ op_s[3];
    assign state_o[4] = op_s[4];
endmodule

===== ./constraint.sdc =====
current_design permutation_n

set clk_period 28.5
set clk_io_pct 0.2

create_clock -name clk0 -period $clk_period

set non_clock_inputs [all_inputs -no_clocks]
set_input_delay [expr $clk_period * $clk_io_pct] -clock clk0 $non_clock_inputs
set_output_delay [expr $clk_period * $clk_io_pct] -clock clk0 [all_outputs]

==> reports/metrics.cfg <==
[run_status]
status = stopped before the end
failed_stage = global routing
error = [ERROR GRT-0116] Global routing finished with congestion. Check the congestion regions in the DRC Viewer.

[placement]
placed_area_um2 = 108700
dp_slack_ns = 0.8476
routabilityCongestion = 1.322
place_hpwl_um = 512900
numPortBuffers = 643

[synth]
yosys.area.top_type_share_pct = 32.58
yosys_area_um2 = 93230
synthAdderAreaFrac_pct = 13.42
synth_xor_xnor_area_share_pct = 74.16
syn_avg_cell_area_um2 = 9.999
ys_seq_share_pct = 0
synth_cells = 9324
ys_sh_simple_pct = 4.461
synth_area_um2 = 93230
synth.area.mux_share_pct = 3.994
synthAoiAreaFrac_pct = 0.8334
ys_types = 48
yosys_warnings = 0
synth.logic.top_family = XOR/XNOR gates
synth.most_common_cell = xnor2_1
ys_top_cells_by_count = xnor2_1 (3,468), xor2_1 (1,298), xnor3_1 (814)
yosys_cells = 9324
yosysTopAreaCell = xnor2_1
topCellsByArea = xnor2_1 (33%), xnor3_1 (20%), xor2_1 (12%)

[die]
row_count = 158
die_h_um = 433.8
initCoreUtil_pct = 50.33
die_width_um = 433.8
io_pins = 643

[global_routing]
grt_use_total_pct = 65.21
grt_pass1_wl_um = 767500
gr-total-overflow = 2
grt_pass1_vias = 79654
grt_start_max_net_pins = 14

[cts]
hold_buffers = 0
cts-resized-gates = 0
post_cts_buffers = 0

[kinds of logic after synthesis]
logic type      Yosys count
compound gates          142
mux                     369
xor+xnor               6075
buf+inv                 776
fa+ha+maj              1057
simple gates            905
[metal layers]
| metal | GRT usage, % | overflow |
|---|---|---|
| met3 | 52.01 | 0 |
| met2 | 80.34 | 2 |
| met5 | 25.63 | 0 |
| met4 | 54.64 | 0 |
| met1 | 68.44 | 0 |
[stage by stage]
step                std cells  utilization (%)
floorplan                9324                -
global placement        13213            58.67
detailed placement      13213            58.67
CTS                     13213            58.67
